==> flow/design.v <==
`timescale 1ns / 1ps
module Display(
	input logic clk, reset,
	input logic [31:0] number,
	input logic [7:0] AN_ON,
	output logic [6:0] sevenSeg,
	output logic [7:0] AN
    );
    logic [7:0] AN_next, AN_trans;
    logic [31:0] number_next, number_saved;
    logic [3:0] number_display;
    logic clk_out;
    logic [31:0] number_move;
    logic reset_2, reset_2_next;
localparam C_MAX = 'd62499;
logic [26:0] counter = 'd0;
always_ff @(posedge clk)
    begin
    if (reset == 1'b1)
        begin
        counter <= 'd0;
        clk_out <= 0;
        end
    else
        if (counter == C_MAX)
            begin
            counter <= 'd0;
            clk_out <= ~clk_out;
            end
        else
            begin
            counter <= counter + 'd1;
            clk_out <= clk_out;
            end
        end
always_ff @(posedge clk_out) begin
	number_saved <= number;
	reset_2 <= reset_2_next;
	end
always_comb
	if (reset)
		reset_2_next = 1;
	else
		if 	(number == number_saved)
			reset_2_next = 'd0;
		else
			reset_2_next = 'd1;
assign AN = AN_trans | AN_ON;
always_ff @(posedge clk_out) 
	AN_trans <= AN_next;
always_comb
	if(reset_2)
		AN_next = 8'b1111_1110; 
	else
		AN_next = {AN_trans[6:0],AN_trans[7]};
assign number_display = number_move [3:0];
always_ff @(posedge clk_out)
	number_move <= number_next;	
always_comb
	if(reset_2)
		number_next = number;
	else
		number_next = {number_move[3:0],number_move[31:4]};
always_comb begin
	case (number_display)
    4'd0:	sevenSeg = 7'b1000000;	
    4'd1:	sevenSeg = 7'b1111001;
    4'd2:	sevenSeg = 7'b0100100;
    4'd3:	sevenSeg = 7'b0110000;
    4'd4:	sevenSeg = 7'b0011001;
    4'd5:	sevenSeg = 7'b0010010;
    4'd6:	sevenSeg = 7'b0000010;
    4'd7:	sevenSeg = 7'b1111000;
    4'd8:	sevenSeg = 7'b0000000;
    4'd9:	sevenSeg = 7'b0010000;
    4'd10:	sevenSeg = 7'b0001000;
    4'd11:	sevenSeg = 7'b0000011;
    4'd12:	sevenSeg = 7'b1000110;
    4'd13:	sevenSeg = 7'b0100001;
    4'd14:	sevenSeg = 7'b0000110;
    4'd15:	sevenSeg = 7'b0001110;
    default: sevenSeg = 7'b1111111;
    endcase
    end
endmodule
==> flow/run.sh <==
#!/bin/bash
# OpenROAD 26Q1-2900-gdf79404cd8, Yosys 0.63+post, stock flow scripts
make -C /OpenROAD-flow-scripts/flow DESIGN_CONFIG=/design/flow/config.mk WORK_HOME=/design/flow/orfs finish
==> flow/config.mk <==
export PLATFORM = sky130hd
export DESIGN_NAME = Display
export DESIGN_NICKNAME = Display
export VERILOG_FILES = /design/flow/design.v
export SDC_FILE = /design/flow/constraint.sdc
export NUM_CORES = 4
export LEC_CHECK = 1
export CORE_UTILIZATION = 40
==> flow/constraint.sdc <==
current_design Display

set clk_period 5.4
set clk_io_pct 0.2

create_clock -name clk0 -period $clk_period [get_ports {clk}]

set non_clock_inputs [all_inputs -no_clocks]
set_input_delay [expr $clk_period * $clk_io_pct] -clock clk0 $non_clock_inputs
set_output_delay [expr $clk_period * $clk_io_pct] -clock clk0 [all_outputs]
==> results.json <==
{
  "power.leakage_nw": 1.67,
  "postLayoutCellArea_um2": 4700,
  "drv_cap": 0,
  "die_y_um": 101,
  "cpMaxStageDelayCell": "clkdlybuf4s50_1",
  "drcViolationCount": 0,
  "synth-seq-area-share": 0.550,
  "min-delay-start": "counter[0]",
  "vias": 2564,
  "routabilityCongestion": 0.807,
  "firstDrtPassIters": 4,
  "tns_ns": 0,
  "die-area_um2": 10200,
  "whs_path_depth": 1,
  "slew_headroom": 0.565,
  "reg2reg_slack_ns": 3.21,
  "wl_per_cell_um": 12.2,
  "pwr-share-clk": 0.354,
  "die_x_um": 101,
  "clockBufferDepth": 2,
  "fin_util": 0.501,
  "ys_ff": 108,
  "cts-hold-fix-buffers": 0,
  "r2r_start": "counter[0]",
  "unclocked_regs": 80,
  "synth_area_per_cell_um2": 10.9,
  "period_minus_slack_ns": 3.24,
  "vdd.ir_drop.worst_mv": 0.112,
  "io_buffers": 56,
  "postCtsSetupRepairBufs": 0,
  "dp_hpwl_um": 5030,
  "syn_inst": 362,
  "p_per_area_nw_per_um2": 98.7,
  "ctsResizeCount": 0,
  "ys.flop_type": "dfxtp_1",
  "drt-initial-drc-count": 66,
  "worst_pin_slew_ns": 0.653,
  "area_delta_synth_final_pct": 19.6,
  "skew_ns": 0.00925,
  "cp_data_arrival_time_ns": 2.16,
  "power_frac_seq": 0.460,
  "hold_viol": 0,
  "route.met2.wl_um": 2770,
  "synth_stat.cells": 362,
  "grt-ovfl-total": 0,
  "fmax_ghz": 0.308,
  "rsz0062_at_grt": "false",
  "netSwitchingFraction": 0.220,
  "setup_violations": 0,
  "min_to": "counter[0]",
  "root_buffer": "clkbuf_8",
  "drive_above_1_share": 0.130,
  "cpLargestDelayFamily": "buffers and inverters",
  "endpoint_kind": "output port",
  "crit_chain": "clkdlybuf4s50_1, or2_2, clkdlybuf4s50_1",
  "p_int_w": 0.000362,
  "async_flop_share": 0,
  "antenna_found_initial": 0,
  "core_area_um2": 9370,
  "worst_slack_ns": 2.16,
  "worstSetupStartpointType": "primary input",
  "htreeDepth": 1,
  "ant_nets": 0,
  "via_per_inst": 4.71,
  "rows": 35,
  "outcome": "finished clean",
  "synth-edff-count": 0,
  "r2r-end": "counter[24]",
  "cts_tree": "done",
  "lay_top_count": "dfxtp_1",
  "cpMostUsedCell": "clkdlybuf4s50_1",
  "postPlaceCellArea_um2": 4630,
  "required_ns": 4.32,
  "wl_met1_um": 3630,
  "fp-utilization": 0.419,
  "clk_latency_ns": 0.27,
  "grt_pass1_wl_um": 11500,
  "most-common-layout-cells": "dfxtp_1 (107), clkdlybuf4s50_1 (56), xnor2_1 (42)",
  "critPathBufInv": 2,
  "wl_um": 6650,
  "hold_slack_ns": 0.482,
  "finalCritPeriodShare": 0.601,
  "hold_path_class": "flip-flop to flip-flop",
  "io-pin-count": 57,
  "switching_power_w": 0.000102,
  "grt_pass1_vias": 2371,
  "wl_met3_um": 224,
  "critPathMaxFanout": 1,
  "top_layer": "met4",
  "warning_count": 30,
  "pre_cts_ws_ns": 2.15,
  "clk_pin_slew_ns": 0.09,
  "yosysWarnings": 1,
  "syn-cell-area_um2": 3930,
  "yosys_area_um2": 3930,
  "power_frac_comb": 0.186,
  "rr_worst_depth": 5,
  "untimed_endpoints": 87,
  "slew_viol_final": 0,
  "grt_max_degree": 82,
  "crit_path_max_incr_delay_ns": 0.41,
  "crit_type": "primary input to output port",
  "route.antenna.diode_count": 0,
  "synth_cell_types": 34,
  "grt.total_usage": 0.145,
  "cts_buffers": 3
}
==> cell usage after synthesis (6+ instances only) <==
| cell type | count | area share |
|---|---|---|
| nand3_1 | 10 | 0.013 |
| o21ai_0 | 10 | 0.013 |
| xnor2_1 | 42 | 0.094 |
| nor4_1 | 9 | 0.014 |
| ha_1 | 7 | 0.022 |
| a21oi_1 | 14 | 0.018 |
| nor2_1 | 21 | 0.020 |
| inv_1 | 11 | 0.011 |
| or3_1 | 9 | 0.014 |
| or2_2 | 15 | 0.024 |
| dfxtp_1 | 108 | 0.55 |
| mux2_2 | 28 | 0.080 |
| nand2_1 | 17 | 0.016 |
| o31ai_1 | 6 | 0.011 |
| clkbuf_1 | 6 | 0.0057 |
| nand4_1 | 13 | 0.021 |
==> layer usage <==
layer  up-vias  track usage
li1       1356            -
met1      1166        0.261
met2        40        0.204
met3         2       0.0134
met4         0      0.00334
met5         -            0
==> layout make-up <==
cell class | count | area (um^2)
multi-input cells | 232 | 1670
repair buffers | 60 | 591
flip-flops and latches | 108 | 2160
fillers | 850 | 4670
well taps | 129 | 161
inverters | 11 | 41.3
clock buffers | 3 | 41.3
clock inverters | 1 | 30.0
==> cell families (layout without fill, tap and decap cells) <==
kind of cell / count (synthesis) / in the layout / synth area share
xor+xnor: 45 / 45 / 0.100
mux: 32 / 32 / 0.0904
fa+ha+maj: 7 / 7 / 0.0223
simple gates: 110 / 110 / 0.154
flops: 108 / 108 / 0.550
buf+inv: 22 / 75 / 0.0242
compound gates: 38 / 38 / 0.0589
==> per-stage QoR <==
| step | total power, W | cells |
|---|---|---|
| 6_report | 0.000464 | 544 |
| 5_1_grt | 0.000487 | 544 |
| 4_1_cts | 0.000469 | 544 |
| 3_5_place_dp | 0.000305 | 540 |
| 3_3_place_gp | 0.000305 | 540 |
| 2_1_floorplan | 0.000257 | 362 |
==> power by group through the flow <==
stage	clock, W	combinational (W)	sequential (W)
global route	0.000178	0.0000955	0.000214
CTS	0.000168	0.0000877	0.000214
finish	0.000164	0.0000864	0.000214
==> registers in the layout, summed over array words and instances (netlist names) <==
name and flops:
counter 27, number_saved 32, AN_trans 8, number_move 32, sevenSeg 7, clk_out 1, reset_2 1
==> how the worst max path moves through the flow <==
stage        start  cells past startpoint  endpoint
6_report  AN_ON[3]                      3     AN[3]
4_1_cts   AN_ON[3]                      3     AN[3]
5_1_grt   AN_ON[6]                      3     AN[6]
Power figures rest on the tool's default switching activity, not on a simulated workload.
